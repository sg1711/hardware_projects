`flow/run.sh`:
```
#!/bin/bash
# OpenROAD 26Q1-2900-gdf79404cd8, Yosys 0.63+post, stock flow scripts
make -C /OpenROAD-flow-scripts/flow DESIGN_CONFIG=/design/flow/config.mk WORK_HOME=/design/flow/orfs finish
```
`flow/config.mk`:
```
export PLATFORM = sky130hd
export DESIGN_NAME = lemming
export DESIGN_NICKNAME = lemming
export VERILOG_FILES = /design/flow/design.v
export SDC_FILE = /design/flow/constraint.sdc
export NUM_CORES = 4
export LEC_CHECK = 1
export CORE_AREA = 10 10 111 111
export DIE_AREA = 0 0 121 121
```
`flow/constraint.sdc`:
```
current_design lemming

set clk_period 3.8
set clk_io_pct 0.2

create_clock -name clk0 -period $clk_period [get_ports {clk}]

set non_clock_inputs [all_inputs -no_clocks]
set_input_delay [expr $clk_period * $clk_io_pct] -clock clk0 $non_clock_inputs
set_output_delay [expr $clk_period * $clk_io_pct] -clock clk0 [all_outputs]
```
`flow/design.v`:
```
module lemming(
    input clk,
    input areset,     
    input bump_left,
    input bump_right,
    input ground,
    input dig,
    output reg walk_left,
    output reg walk_right,
    output reg aaah,
    output reg digging ); 
   integer count;
    parameter left_walking_state=3'b0,right_walking_state=3'd1,right_digging_state=3'd2,left_digging_state=3'd3,right_falling_state=3'd4,left_falling_state=3'd5,dead_state=3'd6;
    reg [2:0] ps,ns;
    always@(posedge clk,posedge areset)
        begin
       if(areset) begin
            count<=32'd0;ps<=left_walking_state;end
            else if((ps==left_falling_state)||(ps==right_falling_state)) begin count<=count+32'd1; ps<=ns;end
            else begin count<=32'd0; ps<=ns;end
    end
    always@(*)
        begin
            case(ps)
                3'd0:begin 
                    if(bump_left&&ground&&(dig==0))
                    ns<=right_walking_state;
                else if((bump_left==0)&&ground&&(dig==0))
                    ns<=left_walking_state;
                else if(dig&&ground)
                    ns<=left_digging_state;
                else if(ground==0)
                    ns<=left_falling_state;
                    else ns<=left_walking_state;
                end
                3'd1:begin 
                    if(bump_right&&ground&&(dig==0))
                    ns<=left_walking_state;
                    else if((bump_right==0)&&ground&&(dig==0))
                    ns<=right_walking_state;
                else if(dig&&(ground))
                    ns<=right_digging_state;
                else if(ground==0)
                    ns<=right_falling_state;
                    else ns<=right_walking_state;
                end
                3'd2:begin 
                if(ground==0)
                    ns<=right_falling_state;
                else
                    ns<=right_digging_state;
                end
                3'd3:begin 
                if(ground==0)
                    ns<=left_falling_state;
                else
                    ns<=left_digging_state;
                end
                  3'd4:begin 
                      if(ground==0) begin
                          ns<=right_falling_state; end
              else if(ground==1)
                             begin
                          if(count>32'd19)
                         ns<=dead_state;
                          else if(count<=32'd19)
                          ns<=right_walking_state;
                      end   
                end
                3'd5:begin 
                    if(ground==0) begin
                    ns<=left_falling_state;
                    end   
                    else if(ground==1)
                             begin
                          if(count>32'd19)
                         ns<=dead_state;
                          else if(count<=32'd19)
                          ns<=left_walking_state;
                      end              
                    end
                3'd6: ns<=dead_state;
               default:ns<=left_walking_state;
            endcase
                end
                always@(ps)
                    begin
                    case(ps)
                    left_walking_state:begin walk_left=1;walk_right=0;aaah=0;digging=0;end
                right_walking_state:begin walk_left=0;walk_right=1;aaah=0;digging=0;end
                 right_digging_state:begin walk_left=0;walk_right=0;aaah=0;digging=1;end
                 left_digging_state:begin walk_left=0;walk_right=0;aaah=0;digging=1;end
                         right_falling_state:begin walk_left=0;walk_right=0;aaah=1;digging=0;end
                         left_falling_state:begin walk_left=0;walk_right=0;aaah=1;digging=0;end
                         dead_state:begin walk_left=0;walk_right=0;aaah=0;digging=0;end
                        default:begin walk_left=1;walk_right=0;aaah=0;digging=0;end
                    endcase
                        end
endmodule
```
==> results_dict.tcl <==
# flow metrics
set metrics [dict create \
    final.setup.tns_ns 0 \
    power.leakage_nw 0.842 \
    p_clk_share_pct 38.6 \
    layout-drive-gt1-share_pct 5.80 \
    synthesis.area_um2 1940 \
    hold_slack_ns 0.484 \
    p_int_mw 0.671 \
    cts_resized 0 \
    clkLatencyLatePin_ns 0.30 \
    cts_root_buf "sky130_fd_sc_hd__clkbuf_8" \
    status "complete, no violations" \
    fp-row-count 36 \
    via_count 1666 \
    final.setup_skew_ns 0.00999 \
    worst_r2r_endpoint "count[23]$_DFF_PP0_" \
    first_global_vias 1509 \
    fp-utilization_pct 19.6 \
    grt_overflow 0 \
    cts-buffers-inserted 5 \
    synth.yosys.seq_area_share_pct 45.2 \
    openroad.warnings 25 \
    cts_max_level 2 \
    port_buffers 9 \
    power.ir.vdd_worst_uv 104 \
    ys.flop_type "sky130_fd_sc_hd__dfrtp_1" \
    wl_per_cell_um 12.4 \
    finalWirelength_um 4430 \
    final_design_area_no_fill_um2 2270 \
    cells_after_synth 215 \
    p_switching_mw 0.248 \
    cts_tree "done" \
    r2r_start "count[7]$_DFF_PP0_" \
    timing.final.hold_violations 0 \
    p_total_mw 0.920 \
    clk_pin_slew_worst_paths_ns 0.07 \
    detail_route.drc_violations 0 \
    globalRouteTotalUtil_pct 6.11 \
    die_width_um 121 \
    area_growth_syn_to_layout_pct 17.2 \
    total_of_max_cap_violations 0 \
    inserted_diodes 0 \
    core_area_um2 9860 \
    synth_largest_type_area_fraction_pct 45.2 \
    postSynthRegisterBits 35 \
    final-max-slew-violation-count 0 \
    number_of_synthesized_flops_with_an_enable_pin 0 \
    worst_setup_path_start_kind "flip-flop" \
    pin_count_of_the_biggest_net_entering_global_routing 36 \
    detailedPlacementHpwl_um 3020 \
    finish.utilization_pct 23.0 \
    power_density_nw_per_um2 405 \
    worst-r2r-cell-count 4 \
    worstMarginPinSlew_ns 0.678 \
    detail_route.vias_per_cell 4.67 \
    ys_area_um2 1940 \
    period_used_pct 70.0 \
    gpl.final_weighted_congestion 0.856 \
    mean_post_synth_cell_area_um2 9.01 \
    synth-warning-count 1 \
    detailed_place.area_um2 2150 \
    dieArea_um2 14600 \
    setup.reg_to_reg.worst_slack_ns 1.76 \
    rsz0062_at_grt "false" \
    antenna_violations_before_repair 0 \
    drt-initial-drc-count 110 \
    crit_arrival_ns 1.90 \
    cts_hold_buf 0 \
    timing.hold.worst_path_depth 1 \
    post_synth_most_frequent_cells "35 x sky130_fd_sc_hd__dfrtp_1, 17 x sky130_fd_sc_hd__nand2_1, 15 x sky130_fd_sc_hd__a21oi_1" \
    ys_async_sr_fraction_pct 100 \
    ios 10 \
    netSwitchingFraction_pct 27.0 \
    worst-path-max-fanout 17 \
    synth.yosys.num_cells 215 \
    power_frac_seq_pct 44.9 \
    worst_rel_slew_slack_pct 54.4 \
    finalSetupViolCount 0 \
    grt_first_pass_wirelength_um 7510 \
    die_h_um 121 \
    detail_route.first_pass.iterations 4 \
    final_period_minus_worst_setup_slack_ns 2.66 \
    hold_end "count[0]$_DFF_PP0_" \
    hold_path.class "flip-flop to flip-flop" \
    clock_sinks 35 \
    synth.top_cells.by_area "sky130_fd_sc_hd__dfrtp_1 45%, sky130_fd_sc_hd__nand4_1 4.2%, sky130_fd_sc_hd__a21oi_1 3.9%" \
    pwr-share-comb_pct 16.5 \
    cts_post_setup_buffers_inserted 0 \
    synth.lib_cells_used.distinct 38 \
    holdCritStartpoint "count[0]$_DFF_PP0_" \
    post_drt_antenna_nets 0 \
    critPathCaptureType "output pin" \
    cts.path.max_buffers 2 \
    synth.largest_area_cell "sky130_fd_sc_hd__dfrtp_1" \
    most_common_cell "sky130_fd_sc_hd__dfrtp_1" \
    critical_path_required_ns 3.04 \
    achievable-frequency_mhz 376 \
    timing_worst_setup_path_type "flip-flop to output pin" \
    num-fill-cells 1025 \
]
==> final cells by class <==
cell class / count / area (um2) / share of cell area [%]
inverters: 8 / 30.0 / 1.32
well taps: 133 / 166 / 7.33
repair buffers: 11 / 105 / 4.63
multi-input cells: 162 / 976 / 43.0
clock inverters: 2 / 35.0 / 1.54
clock buffers: 6 / 82.6 / 3.64
flip-flops and latches: 35 / 876 / 38.6
==> cells by family (layout without fill, tap and decap cells) <==
kind of cell | after synthesis | count (layout) | synth area share [%]
and+or+nand+nor | 108 | 108 | 31.4
AOI/OAI and AO/OA | 40 | 40 | 12.1
DFF | 35 | 35 | 45.2
buffers and inverters | 18 | 27 | 4.39
xor gates and xnor gates | 8 | 8 | 3.62
muxes | 5 | 5 | 2.58
adders and majority gates | 1 | 1 | 0.646
==> metal layers <==
layer / vias up / part of all wire, % / wire, um / GRT usage, %
met3: 4 / 5.8 / 256 / 2.08
li1: 818 / - / - / -
met5: - / 0 / 0 / 0
met4: 0 / 1.3 / 57 / 0.905
met2: 33 / 44 / 1930 / 8.40
met1: 811 / 49 / 2180 / 9.23
==> power by group through the flow <==
| stage | sequential (mW) | combinational (mW) | clock (mW) |
|---|---|---|---|
| CTS | 0.413 | 0.157 | 0.360 |
| global route | 0.417 | 0.175 | 0.378 |
| finish | 0.413 | 0.152 | 0.355 |
==> stage by stage <==
step	cells	setup WS [ns]
finish	357	1.14
global placement	349	1.50
floorplan	215	1.89
CTS	357	1.12
detailed placement	349	1.44
global route	357	0.994
==> worst max-delay path by stage <==
stage / endpoint / depth (start not counted) / slack, ns / startpoint
after global routing: aaah / 4 / 0.99 / ps[1]$_DFF_PP0_
after CTS: aaah / 4 / 1.12 / ps[1]$_DFF_PP0_
final: aaah / 4 / 1.14 / ps[1]$_DFF_PP0_
==> flip-flops by register name, summed over array words and instances (netlist names) <==
signal  cells
count      32
ps          3
==> worst max-delay path, cell delays in order, from the launching register on <==
cell	delay, ns
sky130_fd_sc_hd__dfrtp_1	0.43
sky130_fd_sc_hd__inv_1	0.14
sky130_fd_sc_hd__nand2_1	0.09
sky130_fd_sc_hd__inv_1	0.38
sky130_fd_sc_hd__clkdlybuf4s50_1	0.57
==> cells in the final DEF, fill, tap and decap left out, drive strengths merged, types with 2 or more instances in the layout <==
cell type and count:
a21oi 15, a31oi 2, and2 4, and3 3, and4 6, buf 2
clkbuf 6, clkdlybuf4s50 9, dfrtp 35, inv 8, mux2i 5, nand2 17
nand2b 6, nand3 10, nand4 13, nor2 12, nor3 5, nor3b 2
nor4 11, o21ai 14, o221ai 2, or2 2, or3 12, or4 4
xnor2 4, xor2 4
Power is estimated from default activity; no workload was simulated.
